## flow/config.mk

```make
export PLATFORM = sky130hd
export DESIGN_NAME = encoder
export DESIGN_NICKNAME = encoder
export VERILOG_FILES = /design/flow/design.v
export SDC_FILE = /design/flow/constraint.sdc
export NUM_CORES = 4
export LEC_CHECK = 1
export CORE_AREA = 10 10 70 70
export DIE_AREA = 0 0 80 80
```

## flow/constraint.sdc

```tcl
current_design encoder

set clk_period 1.2
set clk_io_pct 0.2

create_clock -name clk0 -period $clk_period

set non_clock_inputs [all_inputs -no_clocks]
set_input_delay [expr $clk_period * $clk_io_pct] -clock clk0 $non_clock_inputs
set_output_delay [expr $clk_period * $clk_io_pct] -clock clk0 [all_outputs]
```

## flow/design.v

```verilog
package riscv_pkg;
    typedef enum logic [6:0] {
        OP_IMM = 7'b0010011,
        LUI = 7'b0110111,
        AUIPC = 7'b0010111,
        OP = 7'b0110011,
        JAL = 7'b1101111,
        JALR = 7'b1100111,
        BRANCH = 7'b1100011,
        LOAD = 7'b0000011,
        STORE = 7'b0100011,
        MISC_MEM = 7'b0001111,
        SYSTEM = 7'b1110011,
        AMO = 7'b0101111,
        F_OP = 7'b1010011,
        F_LD = 7'b0000111,
        F_ST = 7'b0100111
    } opcode;
    typedef enum logic [1:0] {
        M = 2'b00,
        E = 2'b01,
        S = 2'b10,
        I = 2'b11
    } MESI;
    typedef enum logic [2:0] {
        M_B = 3'b000,
        M_H = 3'b001,
        M_W = 3'b010,
        M_D = 3'b011,
        M_BU = 3'b100,
        M_HU = 3'b101,
        M_WU = 3'b110,
        M_DU = 3'b111
    } MemWidth;
    typedef enum logic [4:0] {
        ALUCTL_ADD = 5'b00000,
        ALUCTL_ADDU = 5'b00001,
        ALUCTL_SUB = 5'b00010,
        ALUCTL_SUBU = 5'b00011,
        ALUCTL_AND = 5'b00100,
        ALUCTL_OR = 5'b00101,
        ALUCTL_XOR = 5'b00110,
        ALUCTL_SLT = 5'b00111,
        ALUCTL_SLTU = 5'b01000,
        ALUCTL_SLL = 5'b01001,
        ALUCTL_SRL = 5'b01010,
        ALUCTL_SRA = 5'b01011,
        ALUCTL_AUIPC = 5'b01100,
        ALUCTL_BEQ = 5'b01101,
        ALUCTL_BNE = 5'b01110,
        ALUCTL_BGE = 5'b01111,
        ALUCTL_BGEU = 5'b10000,
        ALUCTL_BLT = 5'b10001,
        ALUCTL_BLTU = 5'b10010,
        ALUCTL_MUL = 5'b10011,
        ALUCTL_MULH = 5'b10100,
        ALUCTL_MULHSU = 5'b10101,
        ALUCTL_MULHU = 5'b10110,
        ALUCTL_DIV = 5'b10111,
        ALUCTL_DIVU = 5'b11000,
        ALUCTL_REM = 5'b11001,
        ALUCTL_REMU = 5'b11010
    } AluCtl;
    typedef enum logic [2:0] {
        CSRRW = 3'b001,
        CSRRS = 3'b010,
        CSRRC = 3'b011,
        CSRRWI = 3'b101,
        CSRRSI = 3'b110,
        CSRRCI = 3'b111
    } funct3_CSR;
    typedef enum logic [2:0]{
        BEQ = 3'b000,
        BNE = 3'b001,
        BLT = 3'b100,
        BGE = 3'b101,
        BLTU = 3'b110,
        BGEU = 3'b111
    } funct3_branch;
    typedef enum logic [2:0] {
        f3_ADD = 3'b000,
        f3_SLT = 3'b010,
        f3_SLTU = 3'b011,
        f3_AND = 3'b111,
        f3_OR = 3'b110,
        f3_XOR = 3'b100,
        f3_SL = 3'b001,
        f3_SR = 3'b101
    } funct3;
    typedef enum logic {
        AMO_LR = 0,
        AMO_SC = 1
    } AmoType;    
    typedef enum logic [6:0] {
        f7_standard =7'b0000000,
        f7_inverted = 7'b0100000,
        f7_multiply = 7'b0000001
    } funct7;
    typedef enum logic {
        WRITE = 0,
        READ =1
    } MemAccessType;
    typedef enum logic {
        NOT_TAKEN = 0,
        TAKEN = 1
    } BranchOutcome;
endpackage
`timescale 1ns / 1ps
module encoder #(
    parameter SIZE = 8
    )(
    input [SIZE-1:0] in,
    output logic [$clog2(SIZE)-1:0] out
    );
    always_comb begin
        out = 0;
        for(int i = 0; i < SIZE; i++) begin
            if(in[i]) begin
                out = i;
            end
        end
    end
endmodule
```

## flow/run.sh

```bash
#!/bin/bash
# OpenROAD 26Q1-2900-gdf79404cd8, Yosys 0.63+post, stock flow scripts
make -C /OpenROAD-flow-scripts/flow DESIGN_CONFIG=/design/flow/config.mk WORK_HOME=/design/flow/orfs finish
```

==> notes.md <==
impl run done, here's what came out: synth top area cells=a21oi_1 22%, nand2_1 17%, nor2_1 17%, o31ai_1 17%, o21ai_0 11%, max_cap viols=0, Yosys chip area=45.0 µm², Switching Share=40.3%, Hold Crit Class=input pin to primary output, Psw=14.6 µW, most numerous logic cell after layout=dlygate4sd2_1, Setup crit start kind=input pin, final worst setup slack=0.0752 ns, tool warnings=33, Yosys Warn Count=1, gr ovfl total=0, DR vias=108, Initial DRC Count=5, register share after synthesis=0%, global-route wire length before repair=600 µm, Comb power frac=100.0%, Area Growth Syn to Fin=322%, core box area=3420 µm², fin. max-slew vios=0, Post-Syn Area=45.0 µm², WL/cell=5.51 µm, cell-internal power=21.7 µW, Post-Syn Instances=10, vias in the first global route=125, CP Capture Type=primary output, routability cong.=0.760, Hold EP=out[1], PD cells=191 nW/µm², Fin. Hold Viols=0, crit path launch=in[7], # IOs=11, Fillers=418, RSZ-0062 raised after global routing=no, CP required=0.96 ns, status=finished clean, hold depth=4, I/O Buffers=10, Slew @ Worst Pin=0.178 ns, Peak supply drop=0.0156 mV, Setup WS pre-CTS=-0.531 ns, fin crit share=93.7%, Flops=0, Leak Pwr=0.0000660 µW, Critical Path AT=0.88 ns, DRC violations left=0, Unique cell types=7, clock share of power=0%, Die Y=80 µm, antenna cells=0, relative max-transition margin=88.0%, placed cell count=66, Final ANT Viol Nets=0, total die size=6400 µm², register area=0 µm², DRT Pass-1 Iters=2, Flop pwr share=0%, Post-Route WL=369 µm, routed via count divided by cell count=1.61, Non-Filler Instances=67, Final Setup Violations=0, max frequency=889 MHz, area share, top type=22.2%, dpl hpwl=320 µm, # Cells Yosys=10, fp_density=1.32%, area leader, netlist=a21oi_1, GRT Total Usage=1.11%, area post-placement=203 µm², CLK BUF=0, Cell Rows=21, layout cells sized above 1=33.3%, antenna violations before repair=0, die width=80 µm, Avg Cell Area, Syn=4.50 µm², critical path type=input pin to primary output, post-layout minimum cycle time=1.12 ns, Crit Path Max Fanout=2, post-route cell area=190 µm², HP Start=in[6], pin count of the biggest net entering global routing=4
-- worst max-delay path, stage by stage --
cell and delay [ns]:
dlygate4sd2_1 0.25, nor2_2 0.10, nand2_1 0.05, dlygate4sd2_1 0.24
-- per-stage QoR --
step	hold WS (ns)	TNS, ns	utilization [%]	power [µW]
floorplan	0.514	0	-	7.48
global placement	1.45	-1.35	5.93	44.3
detailed placement	1.46	-1.39	5.93	45.4
CTS	0.851	0	5.60	35.6
global route	0.807	0	5.57	42.5
finish	0.771	0	5.57	36.3
-- area by class of cell --
class	count	area [µm²]	share of cell area, %
tap	46	57.6	30.3
timing repair buffer	11	82.6	43.4
multi-input combinational	8	42.5	22.4
inverter	2	7.51	3.95
-- how the worst max path moves through the flow --
stage         endpoint  depth (start not counted)
global route    out[1]                          6
finish          out[2]                          4
CTS             out[2]                          4
-- what timing repair did --
item,in CTS,in global routing
pin swaps,2,2
gates resized,16,7
endpoints found under the setup margin,3,3
hold buffers,0,0
buffers inserted,2,0
-- power groups by stage --
stage | sequential, µW | clock, µW | combinational, µW
after CTS | 0 | 0 | 35.6
after global routing | 0 | 0 | 42.5
final | 0 | 0 | 36.3
-- cells in the mapped netlist --
cell type and number:
clkinv_1 1, nand2_1 2, nor2_1 2, a21oi_1 2, o21ai_0 1, inv_1 1, o31ai_1 1
-- logic make-up (layout without fill, tap and decap cells) --
group,count (synthesis),count (layout),synth area share [%]
AND/OR/NAND/NOR,4,4,33.3
buffers and inverters,2,13,16.7
AND-OR/OR-AND,4,4,50.0
-- per-layer routing --
metal	global-route usage [%]	vias up	part of all wire, %
met5	0	-	0
met4	0	0	0
met3	0.568	0	19
met2	1.61	8	36
met1	1.52	44	45
li1	-	56	-
No activity file was given, so power comes from the tool's default toggle rates.
