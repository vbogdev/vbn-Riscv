==> /design/flow/design.v <==
package riscv_pkg;
    typedef enum logic [6:0] {
        OP_IMM = 7'b0010011,
        LUI = 7'b0110111,
        AUIPC = 7'b0010111,
        OP = 7'b0110011,
        JAL = 7'b1101111,
        JALR = 7'b1100111,
        BRANCH = 7'b1100011,
        LOAD = 7'b0000011,
        STORE = 7'b0100011,
        MISC_MEM = 7'b0001111,
        SYSTEM = 7'b1110011,
        AMO = 7'b0101111,
        F_OP = 7'b1010011,
        F_LD = 7'b0000111,
        F_ST = 7'b0100111
    } opcode;
    typedef enum logic [1:0] {
        M = 2'b00,
        E = 2'b01,
        S = 2'b10,
        I = 2'b11
    } MESI;
    typedef enum logic [2:0] {
        M_B = 3'b000,
        M_H = 3'b001,
        M_W = 3'b010,
        M_D = 3'b011,
        M_BU = 3'b100,
        M_HU = 3'b101,
        M_WU = 3'b110,
        M_DU = 3'b111
    } MemWidth;
    typedef enum logic [4:0] {
        ALUCTL_ADD = 5'b00000,
        ALUCTL_ADDU = 5'b00001,
        ALUCTL_SUB = 5'b00010,
        ALUCTL_SUBU = 5'b00011,
        ALUCTL_AND = 5'b00100,
        ALUCTL_OR = 5'b00101,
        ALUCTL_XOR = 5'b00110,
        ALUCTL_SLT = 5'b00111,
        ALUCTL_SLTU = 5'b01000,
        ALUCTL_SLL = 5'b01001,
        ALUCTL_SRL = 5'b01010,
        ALUCTL_SRA = 5'b01011,
        ALUCTL_AUIPC = 5'b01100,
        ALUCTL_BEQ = 5'b01101,
        ALUCTL_BNE = 5'b01110,
        ALUCTL_BGE = 5'b01111,
        ALUCTL_BGEU = 5'b10000,
        ALUCTL_BLT = 5'b10001,
        ALUCTL_BLTU = 5'b10010,
        ALUCTL_MUL = 5'b10011,
        ALUCTL_MULH = 5'b10100,
        ALUCTL_MULHSU = 5'b10101,
        ALUCTL_MULHU = 5'b10110,
        ALUCTL_DIV = 5'b10111,
        ALUCTL_DIVU = 5'b11000,
        ALUCTL_REM = 5'b11001,
        ALUCTL_REMU = 5'b11010
    } AluCtl;
    typedef enum logic [2:0] {
        CSRRW = 3'b001,
        CSRRS = 3'b010,
        CSRRC = 3'b011,
        CSRRWI = 3'b101,
        CSRRSI = 3'b110,
        CSRRCI = 3'b111
    } funct3_CSR;
    typedef enum logic [2:0]{
        BEQ = 3'b000,
        BNE = 3'b001,
        BLT = 3'b100,
        BGE = 3'b101,
        BLTU = 3'b110,
        BGEU = 3'b111
    } funct3_branch;
    typedef enum logic [2:0] {
        f3_ADD = 3'b000,
        f3_SLT = 3'b010,
        f3_SLTU = 3'b011,
        f3_AND = 3'b111,
        f3_OR = 3'b110,
        f3_XOR = 3'b100,
        f3_SL = 3'b001,
        f3_SR = 3'b101
    } funct3;
    typedef enum logic {
        AMO_LR = 0,
        AMO_SC = 1
    } AmoType;    
    typedef enum logic [6:0] {
        f7_standard =7'b0000000,
        f7_inverted = 7'b0100000,
        f7_multiply = 7'b0000001
    } funct7;
    typedef enum logic {
        WRITE = 0,
        READ =1
    } MemAccessType;
    typedef enum logic {
        NOT_TAKEN = 0,
        TAKEN = 1
    } BranchOutcome;
endpackage
module distributed_ram #(
    parameter WIDTH = 605,
    parameter DEPTH = 16
    )(
    input clk,
    input [$clog2(DEPTH)-1:0] addr,
    input we,
    input [WIDTH-1:0] din,
    output logic [WIDTH-1:0] dout
    );
    (* ram_style = "distributed" *) logic [WIDTH-1:0] mem [DEPTH];
    always_ff @(posedge clk) begin
        if(we) begin
            mem[addr] <= din;
        end
     end
     assign dout = mem[addr];
endmodule
==> /design/flow/run.sh <==
#!/bin/bash
# OpenROAD 26Q1-2900-gdf79404cd8, Yosys 0.63+post, stock flow scripts
make -C /OpenROAD-flow-scripts/flow DESIGN_CONFIG=/design/flow/config.mk WORK_HOME=/design/flow/orfs finish
==> /design/flow/config.mk <==
export PLATFORM = sky130hd
export DESIGN_NAME = distributed_ram
export DESIGN_NICKNAME = distributed_ram
export VERILOG_FILES = /design/flow/design.v
export SDC_FILE = /design/flow/constraint.sdc
export NUM_CORES = 4
export LEC_CHECK = 1
export CORE_UTILIZATION = 40
export SYNTH_MEMORY_MAX_BITS = 65536
==> /design/flow/constraint.sdc <==
current_design distributed_ram

set clk_period 52.9
set clk_io_pct 0.2

create_clock -name clk0 -period $clk_period [get_ports {clk}]

set non_clock_inputs [all_inputs -no_clocks]
set_input_delay [expr $clk_period * $clk_io_pct] -clock clk0 $non_clock_inputs
set_output_delay [expr $clk_period * $clk_io_pct] -clock clk0 [all_outputs]
==> run summary <==
flow finished, numbers: Std-Cell Rows 348, Synthesis Warnings 1, CORE AREA 898300 sq um, mean number of vias per cell 5.655, leading area contributor after synthesis edfxtp_1, CP arrival 17.36 ns, CTS buffer count 966, met2 usage 32.04%, Max FO, Critical Path 50, Critical Path End Type primary output, Hold Worst Slack 10.33 ns, Die X about 950 microns, vias in the first global route 184100, Syn Inst Count about 15000, largest net degree at the start of global routing 79, global route overflow 0, Largest Register mem, Filler cells 71780, Setup CP Type primary input to primary output, PortBufs 1215, Flops after synth 9680, Slew @ Worst Pin 1.015 ns, drt first pass iters 7, Seq share, synth 80.58%, VDD IR max 0.00003775 V, DRT Wirelength 930100 microns, Unique cell types 18, initial antenna violation count 316, I/O pin count 1216, total global-route track usage 22.66%, DR vias 167000, gr busiest metal met2, HP Class primary input to flip-flop, yosys synthesis chip area between 300000 and 400000 sq um, Pwr Density 38.37 nW/um^2, Final setup viols 0, detailed-route DRC error count 0, die area 905600 sq um, H-tree depth 6, mapped cell area 360700 sq um, Setup Buffers After CTS 0, ys cells 14750, post_cts resized 0, floorplan core density 40.16%, final worst slack 24.96 ns, biggest regs mem x9680, dpl hpwl 526500 microns, non-filler cells, final 29540, Top cell area share 80.58%, Tcrit/Tclk final 52.82%, Cell area leaders edfxtp_1 81%, mux4_2 15%, a22oi_1 2.5%, Die Ht 951.6 microns, leak pwr 130.3 nW, f_max about 0.036 GHz, met3 Track Usage GR 19.85%, post-cts hold buffer count 0, Slew Limit Fails 0, most frequent cells in the layout 9680 x edfxtp_1, 2420 x mux4_2, 1213 x clkdlybuf4s50_1, Final Hold Fails 0, max-cap check violation count 0, DR iter-0 viols 10570, Clock Tree Buf Depth 5, max reg flops 9680, post-placement cell area 388700 sq um, clock sink total approximately 9700, Final ANT Viol Nets 0, CTS tree done, Worst Path Required 42.32 ns, ratio of cells with drive above 1 in the final layout 24.69%, Critical Path Source Type primary input, Clk pin slew, worst setup/hold paths 0.07 ns, status finished clean, setup TNS 0 ns, most numerous logic cell after layout edfxtp_1, Util after Layout 46.67%, unrepaired setup endpoints after global routing no, Slew HR 32.16%, global-route wire length before repair 1327000 microns, Total Power 16.08 mW, clock root buffer clkbuf_16, Finished Cell Area 419200 sq um, Routability Congestion roughly 0.82, Post-Place Cells 27630, routed length per instance 31.49 microns, OpenROAD warnings 27, dpl ws 24.57 ns, met1 GRT Util 26.73%, Tmin final 27.94 ns, Area Growth Syn to Fin 16.21%, syn_area_per_cell 24.45 sq um
kinds of logic (layout without fill, tap and decap cells):
kind of cell | count (synthesis) | in the layout | share of synthesized area [%]
AND-OR/OR-AND | 1210 | 1210 | 2.518
flip-flops | 9680 | 9680 | 80.58
multiplexers | 2420 | 2420 | 15.11
buffers and inverters | 808 | 3563 | 1.121
AND/OR/NAND/NOR | 633 | 633 | 0.6667
other | 0 | 134 | 0
critical path, stage by stage:
cell             delay, ns
buf_16                0.31
buf_4                 0.71
buf_4                 0.54
buf_4                 0.49
buf_4                 0.58
buf_4                 0.68
buf_4                 0.62
buf_4                 0.55
buf_4                 0.57
mux4_2                0.57
a22oi_1               0.28
nand2_1               0.16
clkdlybuf4s50_1       0.43
cells in the mapped netlist:
master       n
nand3b_1     2
buf_6       71
a22oi_1   1210
nor2_1      17
clkbuf_1   337
and2_1       1
buf_2      172
or2_2        1
nor2b_1      2
nand3_1      1
or3b_2       1
nand2_1    606
nand2b_1     2
buf_1      157
mux4_2    2420
buf_4       70
edfxtp_1  9680
clkbuf_2     1
power by group:
group	internal [mW]	leakage, nW	total (mW)	switching, mW
Sequential	8.60	87.4	8.63	0.0304
Clock	3.69	14.7	6.55	2.86
Combinational	0.383	28.2	0.900	0.517
Total	12.7	130	16.1	3.41
layer usage:
metal	up-vias	part of all wire [%]
li1	68310	-
met3	1788	20
met5	-	0.39
met1	84800	31
met2	11830	46
met4	316	2.8
path summary, 6_finish.rpt:
kind | cells after the start | to | start | slack, ns
max | 13 | dout[137] | addr[0] | 24.96
min | 1 | mem[5][283]$_DFFE_PP_ | din[283] | 10.33
layout make-up:
cell class | count | area, sq um | share of cell area, %
timing repair buffer | 1790 | 16990 | 4.053
tap | 11900 | 14890 | 3.552
clock inverter | 614 | 5096 | 1.216
multi-input combinational | 4263 | 66140 | 15.78
sequential | 9680 | 290700 | 69.34
antenna | 134 | 335.3 | 0.07999
clock buffer | 1159 | 25070 | 5.980
No activity file was given, so power comes from the tool's default toggle rates.
