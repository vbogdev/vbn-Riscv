<file path="flow/run.sh">
#!/bin/bash
# OpenROAD 26Q1-2900-gdf79404cd8, Yosys 0.63+post, stock flow scripts
make -C /OpenROAD-flow-scripts/flow DESIGN_CONFIG=/design/flow/config.mk WORK_HOME=/design/flow/orfs finish
</file>
<file path="flow/config.mk">
export PLATFORM = sky130hd
export DESIGN_NAME = ucm_in_order
export DESIGN_NICKNAME = ucm_in_order
export VERILOG_FILES = /design/flow/design.v
export SDC_FILE = /design/flow/constraint.sdc
export NUM_CORES = 4
export LEC_CHECK = 1
export CORE_UTILIZATION = 30
</file>
<file path="flow/constraint.sdc">
current_design ucm_in_order

set clk_period 5.0
set clk_io_pct 0.2

create_clock -name clk0 -period $clk_period

set non_clock_inputs [all_inputs -no_clocks]
set_input_delay [expr $clk_period * $clk_io_pct] -clock clk0 $non_clock_inputs
set_output_delay [expr $clk_period * $clk_io_pct] -clock clk0 [all_outputs]
</file>
<file path="flow/design.v">
package riscv_pkg;
    typedef enum logic [6:0] {
        OP_IMM = 7'b0010011,
        LUI = 7'b0110111,
        AUIPC = 7'b0010111,
        OP = 7'b0110011,
        JAL = 7'b1101111,
        JALR = 7'b1100111,
        BRANCH = 7'b1100011,
        LOAD = 7'b0000011,
        STORE = 7'b0100011,
        MISC_MEM = 7'b0001111,
        SYSTEM = 7'b1110011,
        AMO = 7'b0101111,
        F_OP = 7'b1010011,
        F_LD = 7'b0000111,
        F_ST = 7'b0100111
    } opcode;
    typedef enum logic [1:0] {
        M = 2'b00,
        E = 2'b01,
        S = 2'b10,
        I = 2'b11
    } MESI;
    typedef enum logic [2:0] {
        M_B = 3'b000,
        M_H = 3'b001,
        M_W = 3'b010,
        M_D = 3'b011,
        M_BU = 3'b100,
        M_HU = 3'b101,
        M_WU = 3'b110,
        M_DU = 3'b111
    } MemWidth;
    typedef enum logic [4:0] {
        ALUCTL_ADD = 5'b00000,
        ALUCTL_ADDU = 5'b00001,
        ALUCTL_SUB = 5'b00010,
        ALUCTL_SUBU = 5'b00011,
        ALUCTL_AND = 5'b00100,
        ALUCTL_OR = 5'b00101,
        ALUCTL_XOR = 5'b00110,
        ALUCTL_SLT = 5'b00111,
        ALUCTL_SLTU = 5'b01000,
        ALUCTL_SLL = 5'b01001,
        ALUCTL_SRL = 5'b01010,
        ALUCTL_SRA = 5'b01011,
        ALUCTL_AUIPC = 5'b01100,
        ALUCTL_BEQ = 5'b01101,
        ALUCTL_BNE = 5'b01110,
        ALUCTL_BGE = 5'b01111,
        ALUCTL_BGEU = 5'b10000,
        ALUCTL_BLT = 5'b10001,
        ALUCTL_BLTU = 5'b10010,
        ALUCTL_MUL = 5'b10011,
        ALUCTL_MULH = 5'b10100,
        ALUCTL_MULHSU = 5'b10101,
        ALUCTL_MULHU = 5'b10110,
        ALUCTL_DIV = 5'b10111,
        ALUCTL_DIVU = 5'b11000,
        ALUCTL_REM = 5'b11001,
        ALUCTL_REMU = 5'b11010
    } AluCtl;
    typedef enum logic [2:0] {
        CSRRW = 3'b001,
        CSRRS = 3'b010,
        CSRRC = 3'b011,
        CSRRWI = 3'b101,
        CSRRSI = 3'b110,
        CSRRCI = 3'b111
    } funct3_CSR;
    typedef enum logic [2:0]{
        BEQ = 3'b000,
        BNE = 3'b001,
        BLT = 3'b100,
        BGE = 3'b101,
        BLTU = 3'b110,
        BGEU = 3'b111
    } funct3_branch;
    typedef enum logic [2:0] {
        f3_ADD = 3'b000,
        f3_SLT = 3'b010,
        f3_SLTU = 3'b011,
        f3_AND = 3'b111,
        f3_OR = 3'b110,
        f3_XOR = 3'b100,
        f3_SL = 3'b001,
        f3_SR = 3'b101
    } funct3;
    typedef enum logic {
        AMO_LR = 0,
        AMO_SC = 1
    } AmoType;    
    typedef enum logic [6:0] {
        f7_standard =7'b0000000,
        f7_inverted = 7'b0100000,
        f7_multiply = 7'b0000001
    } funct7;
    typedef enum logic {
        WRITE = 0,
        READ =1
    } MemAccessType;
    typedef enum logic {
        NOT_TAKEN = 0,
        TAKEN = 1
    } BranchOutcome;
endpackage
`timescale 1ns / 1ps
import riscv_pkg::*;
module ucm_in_order(
    input [$clog2(64)-1:0] new_front, old_front, back,
    input [64-1:0] i_valid,
    output logic [64-1:0] flush_mask
    );
    genvar i; 
    generate
        for(i = 0; i < 64; i++) begin
            always_comb begin
                if((back < new_front) && (new_front < old_front)) begin
                    if((i > back) && (i < new_front)) begin
                        flush_mask[i] = 0;
                    end else begin
                        flush_mask[i] = 1;
                    end 
                end else if((old_front < back) && (back < new_front)) begin
                    if((i > back) && (i < new_front)) begin
                        flush_mask[i] = 0;
                    end else begin
                        flush_mask[i] = 1;
                    end 
                end else if((new_front < old_front) && (old_front < back)) begin
                    if(i < new_front) begin
                        flush_mask[i] = 0;
                    end else if(i > back) begin
                        flush_mask[i] = 0;
                    end else begin
                        flush_mask[i] = 1;
                    end
                end else begin
                    flush_mask[i] = 0;
                end
            end
        end
    endgenerate
endmodule
</file>
==> impl_metrics.toml <==
# synthesis and place-and-route metrics
[floorplanning]
top_level_ports = 146
core-area_mm2 = 0.007687
dieWidth_um = 90.81
die_area_mm2 = 0.008246
num_rows = 32
die-height_um = 90.81
fp_util_pct = 30.78

[pwr]
post-layout-total-power_mw = 0.4844
sequentialPowerShare_pct = 0
p_int_mw = 0.2708
p_leak_nw = 1.315
switching_power_mw = 0.2136
swShare_pct = 44.09
power_frac_clock_pct = 0
power-per-cell-area_mw_per_mm2 = 147.6
pwr-share-comb_pct = 100.0
power.ir.vdd_worst_v = 0.00007517

[final_timing]
finalSetupViolCount = 0
final_hold_viol_count = 0
grt_setup_unrepaired = "false"
relSlewSlack_pct = 46.97
totalNegativeSetupSlack_ns = 0
finalCriticalPeriod_ns = 4.647
worst_slew_pin_slew_ns = 0.7893
finalHoldWorstSlack_ns = 3.179
slew_violations = 0
fmax_ghz = 0.2152
final_min_period_over_clock_period_pct = 92.94

[logic_synthesis]
synth.avg_cell_area_um2 = 5.620
synthMostInstantiatedCell = "sky130_fd_sc_hd__nand2_1"
seq_total_area_yosys_pct = 0
ys_cells = 421
syn_inst = 421
tally_of_unique_sky130hd_cells_used_after_synthesis = 44
yosys_area_mm2 = 0.002366
yosys.area.top_type_share_pct = 15.34
synth.cell_area_mm2 = 0.002366
synth_top_cell_by_area = "sky130_fd_sc_hd__o22ai_1"
netlist_top_cells_count = "74 x sky130_fd_sc_hd__nand2_1, 58 x sky130_fd_sc_hd__o22ai_1, 54 x sky130_fd_sc_hd__a21oi_1"
yosys_warnings = 1
yosys-top-cells-area = "sky130_fd_sc_hd__o22ai_1 15%, sky130_fd_sc_hd__nand2_1 12%, sky130_fd_sc_hd__a21oi_1 11%"

[worst_setup_path]
cp_data_required_time_ns = 4.00
cp_data_arrival_time_ns = 3.65
crit_fanout = 13
worstSetupStartpointType = "primary input"
critical_path.endpoint_type = "output pin"
worst-setup-path-type = "primary input to output pin"

[flow_run]
warning_count = 96
drv.max_cap_violation_count = 0

[drt]
vias = 3376
initialDrtViolationCount = 308
drc_errors = 0
vias_per_cell = 5.684
final_antenna_net_count = 0
antenna-diode-count = 0
drtPass1Iterations = 5
wl_per_cell_um = 16.99
wirelength_um = 10090

[run_status]
status = "finished, final reports clean"

[placed_design]
gp_congestion = 0.9570
place_area_mm2 = 0.003282
post-dp-hpwl_um = 7673
placement.io_buffers = 82

[cells_and_area]
fill_cells = 851
design_area_mm2 = 0.003282
final_layout_size_suffix_gt1_share_pct = 8.537
area_growth_syn_to_layout_pct = 38.71
clkbuf_count = 0
seq_cell_count = 0
final_core_util_pct = 42.69
layout.area.seq_um2 = 0

[clock_network]
cts-resized-gates = 0
ctsHoldBuffers = 0
cts_post_setup_buffers_inserted = 0

[global_route]
grt_pass1_wl_um = 16240
grt_max_degree = 45
first_global_vias = 3065
total_grt_overflow = 0
globalRouteTotalUtil_pct = 24.79
antenna_found_initial = 0

[hold_path]
timing.hold.worst.class = "primary input to output pin"
-- layout by cell type (no fill, tap or decap), drive strengths merged, types with 2 or more instances in the layout --
cell type	synthesis	final
o22ai	60	60
o21ai	39	39
nand2b	8	8
nand4	3	3
or2	4	4
a211oi	8	8
nor2b	6	6
ha	15	15
and2	5	5
o21a	6	6
nand2	75	75
nand3	15	15
inv	14	14
buf	21	23
nor3	9	9
clkinv	2	2
and3	2	2
a21oi	55	55
or3	3	3
o32ai	2	2
clkdlybuf4s50	0	82
a21o	9	9
nor2	37	37
o221a	2	2
-- power groups by stage --
| stage | Clock (mW) | Combinational, mW | Sequential [mW] |
|---|---|---|---|
| 6_report | 0 | 0.484 | 0 |
| 5_1_grt | 0 | 0.532 | 0 |
| 4_1_cts | 0 | 0.485 | 0 |
-- layer usage --
| metal | GRT usage, % | wire length, um | up-vias |
|---|---|---|---|
| li1 | - | - | 1704 |
| met1 | 36.16 | 4679 | 1521 |
| met2 | 40.15 | 4607 | 137 |
| met3 | 1.971 | 621 | 14 |
| met4 | 4.762 | 182 | 0 |
| met5 | 0 | 0 | - |
-- path summary, 6_finish.rpt --
check / cells past startpoint / slack (ns) / endpoint / start
worst max-delay path: 9 / 0.35 / flush_mask[42] / back[5]
worst min-delay path: 5 / 3.18 / flush_mask[60] / back[2]
-- kinds of logic (layout without fill, tap and decap cells) --
family,count (synthesis),after routing,synth area share (%)
compound gates,188,188,48.28
fa+ha+maj,15,15,7.932
buf+inv,50,121,11.53
simple gates,168,168,32.26
-- per-stage QoR --
step | instances | setup WS (ns)
6_report | 594 | 0.3528
5_1_grt | 594 | 0.1995
4_1_cts | 594 | 0.3429
3_5_place_dp | 594 | 0.3605
3_3_place_gp | 594 | 0.3618
2_1_floorplan | 421 | 1.376
-- final cells by class --
| class | instances | area (um^2) | area share [%] |
|---|---|---|---|
| inverters | 16 | 60.06 | 1.830 |
| multi-input cells | 371 | 2101 | 64.01 |
| well taps | 102 | 127.6 | 3.889 |
| repair buffers | 105 | 993.5 | 30.27 |
-- critical path: stages --
cell and delay (ns):
sky130_fd_sc_hd__clkdlybuf4s50_1 0.54, sky130_fd_sc_hd__inv_2 0.13, sky130_fd_sc_hd__ha_1 0.33, sky130_fd_sc_hd__a21oi_1 0.14, sky130_fd_sc_hd__o221a_2 0.32, sky130_fd_sc_hd__nand2_2 0.20, sky130_fd_sc_hd__buf_4 0.24, sky130_fd_sc_hd__o22ai_1 0.23
sky130_fd_sc_hd__clkdlybuf4s50_1 0.50
No activity file was given, so power comes from the tool's default toggle rates.
